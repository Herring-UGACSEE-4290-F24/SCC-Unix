`./config.mk`:
```
export PLATFORM = sky130hd
export DESIGN_NAME = EXE
export DESIGN_NICKNAME = EXE
export VERILOG_FILES = /design/flow/design.v
export SDC_FILE = /design/flow/constraint.sdc
export NUM_CORES = 4
export LEC_CHECK = 1
export CORE_UTILIZATION = 30
```
`./constraint.sdc`:
```
current_design EXE

set clk_period 27.4
set clk_io_pct 0.2

create_clock -name clk0 -period $clk_period

set non_clock_inputs [all_inputs -no_clocks]
set_input_delay [expr $clk_period * $clk_io_pct] -clock clk0 $non_clock_inputs
set_output_delay [expr $clk_period * $clk_io_pct] -clock clk0 [all_outputs]
```
`./design.v`:
```
module ALU(operand1, operand2, opcode, res_out, overflow);
    input [2:0] opcode;
    input [32:0] operand1; 
    input [32:0] operand2;
    reg [32:0] result;
    output reg [31:0] res_out;
    output reg overflow;
    parameter ADD = 3'b001, SUB = 3'b010, AND = 3'b011;
    parameter OR = 3'b100, XOR = 3'b101, NOT = 3'b110;
    always @(*) begin
        case (opcode)
        ADD: begin  
            result = operand1 + operand2;
        end
        SUB: begin  
            result = operand1 - operand2;
        end
        AND: begin  
            result <= operand1 & operand2;
        end
        OR: begin  
            result <= operand1 | operand2;
        end
        XOR: begin  
            result <= operand1 ^ operand2;
        end
        NOT: begin  
            result <= ~operand1;
        end
        default: begin  
            result <= 0;
            overflow <= 0;
        end
        endcase
        res_out = result[31:0];
        overflow = result[31:0];
    end
endmodule
module EXE(reg1_val, reg2_val, immediate, alu_oc, ir_op, result, wr_cpsr_val);
    input [31:0]        reg1_val, reg2_val, immediate; 
    input [2:0]         alu_oc;
    input               ir_op;
    output wire [31:0]  result;
    output reg [31:0]   wr_cpsr_val;
    reg [31:0]          op1;
    reg [31:0]          op2;
    wire                carry;
    ALU alu1(
        .operand1 (op1),
        .operand2 (op2),
        .opcode (alu_oc),
        .res_out (result),
        .overflow (carry)
    );
    always @(*)
    begin
        op1 = reg1_val;
        if (ir_op)               
        begin
            op2 = reg2_val;       
        end else
        begin
            op2 = immediate;    
        end
        wr_cpsr_val = 32'b0;
        wr_cpsr_val[31] = result[31];        
        if (result == 0) begin
            wr_cpsr_val[30] = 1;             
        end
        wr_cpsr_val[29] = carry;             
        wr_cpsr_val[28] = ((op1[30] ^ op2[30]) & (~result[30])) | (op1[30] & op2[30]);        
    end
endmodule
```
`./run.sh`:
```
#!/bin/bash
# OpenROAD 26Q1-2900-gdf79404cd8, Yosys 0.63+post, stock flow scripts
make -C /OpenROAD-flow-scripts/flow DESIGN_CONFIG=/design/flow/config.mk WORK_HOME=/design/flow/orfs finish
```
==> impl_metrics.csv <==
group,metric,value,unit
run_status,status,"finished, final reports clean",
clock_tree,postCtsSetupRepairBufs,0,
global_routing,grt_overflow,0,
critical_path,critPathCaptureType,"output port",
pwr,p_per_area,24.8,nW/um^2
critical_path,path_class,"input port to output port",
critical_path,path_max_fanout,45,
global_routing,grt_start_max_net_pins,46,
finish,seq_cells,0,
logic_synthesis,synth_cells,762,
pwr,power.leakage,0.00304,uW
routing,drtAntennaViolNets,0,
logic_synthesis,yosys-stat-cells,762,
timing,finalSetupViolCount,0,
finish,final_layout_top_logic_cells,"clkdlybuf4s50_1 (135), ha_1 (97), inv_1 (71)",
routing,vias_per_cell,5.36,
timing,min_period_over_period,62.0,%
timing,finalMaxSlewViolations,0,
logic_synthesis,syn_avg_cell_area,6.99,um^2
finish,flop_area,0,um^2
floorplanning,die_h,135,um
finish,design_area,6760,um^2
timing,maxSlewHeadroom,42.9,%
routing,dr.pass1.iters,5,
logic_synthesis,area_leaders,"ha_1 (23%), xnor2_1 (7.4%), mux2i_1 (6.8%), inv_1 (5.0%), a21oi_1 (4.9%)",
finish,drive_above_1_share,3.69,%
critical_path,startpoint_type,"input port",
global_routing,grt_use_total,21.6,%
routing,wl_per_cell,17.7,um
critical_path,worst-path-buf-inv,3,
job,drv_cap,0,
placed_design,dpl.hpwl,15800,um
timing,rsz0062_at_grt,"no",
critical_path,crit_family,"simple AND/OR/NAND/NOR gates",
floorplanning,die-area,18300,um^2
finish,n_clock_buffer,0,
clock_tree,cts_hold_buf,0,
critical_path,critPathSlowestCell,"or4_1",
routing,vias,5859,
critical_path,slowest_delay,590,ps
floorplanning,rows,48,
logic_synthesis,ys_types,68,
finish,n_fill_cell,1857,
placed_design,place_area,6760,um^2
timing,timing.final.crit_period,16980,ps
global_routing,antenna_found_initial,0,
timing,hold_viol_final,0,
logic_synthesis,synth_area_leader_cell,"ha_1",
floorplanning,fp_util,30.8,%
finish,lay_top_count,"clkdlybuf4s50_1",
logic_synthesis,synth_warnings,4,
floorplanning,boundaryPins,164,
logic_synthesis,synth_top_area_share,22.8,%
clock_tree,post_cts_resized,0,
routing,drtIter0Drc,462,
critical_path,crit_required,21920,ps
timing,hold_ws,12240,ps
critical_path,path_cells,"buf_2, buf_4, mux2i_1, ha_1, nand4_1, or2_2, o21ai_0, xnor2_1, ha_1, and4_1, and3_1, a21boi_2, or3_1, a31o_1, or4_1, a2111o_1, nor4_2, nand4b_1, nor4_2, clkdlybuf4s50_1",
global_routing,grt_pass1_wl,30400,um
timing,worst_pin_slew,855,ps
routing,post-route-drc-count,0,
timing,fin_tns_setup,0,ps
routing,diodes,0,
hold_path,min_path_type,"input port to output port",
pwr,peakVddDrop,0.00000872,V
job,warning_count,66,
logic_synthesis,postSynthSeqShare,0,%
placed_design,port_buffers,136,
global_routing,first_global_vias,5477,
floorplanning,fp.dieW,135,um
routing,wirelength,19400,um
placed_design,finalWeightedCongestion,0.968,
finish,areaGrowthSynthToFinish,26.9,%
logic_synthesis,yosys_area,5330,um^2
floorplanning,core,17300,um^2
critical_path,critical_path_arrival,11500,ps
timing,max_freq,58.9,MHz
logic_synthesis,syn_area,5330,um^2
kinds of logic (layout without fill, tap and decap cells):
logic type,after synthesis,in the layout,synth area share (%)
buf+inv,140,219,12.4
fa+ha+maj,98,98,23.2
simple gates,193,193,18.5
other cells,1,28,0.0704
mux,40,40,7.61
xor+xnor,51,51,8.39
compound gates,239,239,29.9
cells in the mapped netlist (5+ instances only):
library cell and number:
buf_4 31, mux2i_1 36, clkbuf_1 26, nand2b_1 8, o21ai_1 7, a31oi_1 9
o21ai_0 50, o31ai_1 9, a22o_1 5, nor3_1 15, inv_1 71, nor2b_1 10
nand4_1 12, a211oi_1 13, nand2_1 49, and2_1 5, o22ai_1 8, nor2_1 46
or3_1 6, a21oi_1 52, a22oi_1 9, o211ai_1 8, and3_1 8, a21o_1 15
buf_2 7, ha_1 97, xor2_1 6, xnor2_1 45, nand3_1 10, a221oi_1 16
cell type report:
class              instances  area (um^2)  share of cell area, %
multi-input cells        649         4770                   70.6
well taps                225          282                   4.16
repair buffers           147         1440                   21.3
inverters                 72          270                   4.00
worst min-delay path: cells and delay by family:
kind	cells	cell delay (ps)
AOI/OAI and AO/OA	3	330
buffers and inverters	2	950
layer usage:
metal	up-vias	track usage (%)	part of all wire [%]
met2	241	34.0	44
met4	0	3.37	1.5
met3	26	2.29	6.9
met5	-	0	0
li1	2928	-	-
met1	2664	32.1	47
power by group:
group          total [uW]  leakage, uW  switching [uW]  internal (uW)
combinational         167      0.00304            88.6           78.8
clock                   0            0               0              0
sequential              0            0               0              0
total                 167      0.00304            88.6           78.8
path summary, 6_finish.rpt:
kind / from / endpoint / slack (ps) / depth (start not counted)
max: ir_op / wr_cpsr_val[30] / 10420 / 20
min: reg1_val[25] / result[25] / 12240 / 5
per-stage QoR:
stage | util, % | setup WS [ps] | total power [uW] | instances
after floorplan | - | 10790 | 103 | 789
after global placement | 39.1 | 10450 | 166 | 1093
after detailed placement | 39.1 | 10440 | 165 | 1093
after CTS | 39.1 | 10420 | 166 | 1093
after global routing | 39.1 | 9880 | 185 | 1093
final | 39.1 | 10420 | 167 | 1093
No activity file was given, so power comes from the tool's default toggle rates.
