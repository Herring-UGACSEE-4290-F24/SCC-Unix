`design/flow/config.mk`:
```
export PLATFORM = sky130hd
export DESIGN_NAME = NormalRegs
export DESIGN_NICKNAME = NormalRegs
export VERILOG_FILES = /design/flow/design.v
export SDC_FILE = /design/flow/constraint.sdc
export NUM_CORES = 4
export LEC_CHECK = 1
export CORE_AREA = 10 10 122 122
export DIE_AREA = 0 0 132 132
```
`design/flow/constraint.sdc`:
```
current_design NormalRegs

set clk_period 4.0
set clk_io_pct 0.2

create_clock -name clk0 -period $clk_period [get_ports {clk}]

set non_clock_inputs [all_inputs -no_clocks]
set_input_delay [expr $clk_period * $clk_io_pct] -clock clk0 $non_clock_inputs
set_output_delay [expr $clk_period * $clk_io_pct] -clock clk0 [all_outputs]
```
`design/flow/design.v`:
```
module NormalRegs(reset, read_addr1, read_addr2, br_addr, write_addr, write_value_alu, write_value_id, write_data_sel, write_enable, clk, reg1_val, reg2_val, br_value);
    input reset;                             
    input [2:0] read_addr1, read_addr2;      
    input [2:0] br_addr;                     
    input [2:0] write_addr;                  
    input [31:0] write_value_alu;            
    input [31:0] write_value_id;             
    input write_data_sel;                    
    input write_enable;                      
    input clk;                               
    output wire [31:0] reg1_val, reg2_val;   
    output reg  [31:0] br_value;             
    reg [31:0] nor_regs [0:7];               
    assign reg1_val = nor_regs[read_addr1];  
    assign reg2_val = nor_regs[read_addr2];  
    initial begin                                           
        $dumpvars(0, nor_regs[0], nor_regs[1], nor_regs[2], nor_regs[3], nor_regs[4], nor_regs[5], nor_regs[6], nor_regs[7]); 
    end
    always @(reset) begin
        nor_regs[0] <= 0;
        nor_regs[1] <= 0;
        nor_regs[2] <= 0;
        nor_regs[3] <= 0;
        nor_regs[4] <= 0;
        nor_regs[5] <= 0;
        nor_regs[6] <= 0;
        nor_regs[7] <= 0;
    end
    always @(posedge clk) begin                             
        if (write_enable) begin                             
            if (write_data_sel) begin                       
                nor_regs[write_addr] = write_value_alu;     
            end else begin
                nor_regs[write_addr] = write_value_id;      
            end
        end
        br_value = nor_regs[br_addr];                       
    end
endmodule
```
`design/flow/run.sh`:
```
#!/bin/bash
# OpenROAD 26Q1-2900-gdf79404cd8, Yosys 0.63+post, stock flow scripts
make -C /OpenROAD-flow-scripts/flow DESIGN_CONFIG=/design/flow/config.mk WORK_HOME=/design/flow/orfs finish
```
==> qor.json <==
{
  "logic_synthesis": {
    "netlist_top_cells_area": "sky130_fd_sc_hd__dfxtp_1, sky130_fd_sc_hd__buf_4, sky130_fd_sc_hd__mux2i_1, sky130_fd_sc_hd__nor2_1, sky130_fd_sc_hd__nor2_2",
    "yosysSeqAreaShare_pct": 37.9,
    "top_area_share_pct": 37.9,
    "post_synth_inst_count": 172,
    "numSynthFlops": 32,
    "asyncSetResetFlopFracSynth_pct": 0,
    "top_cell": "sky130_fd_sc_hd__buf_4",
    "largest_area_cell": "sky130_fd_sc_hd__dfxtp_1",
    "flop_cell": "sky130_fd_sc_hd__dfxtp_1",
    "edf_count": 0,
    "postSynthAreaPerCell_um2": 9.83,
    "synth.distinct_cells": 10,
    "ys_chip_area_um2": 1690,
    "synthesis.area_um2": 1690,
    "yosysWarnings": 3,
    "ys_cells": 172,
    "netlist_top_cells_count": "sky130_fd_sc_hd__buf_4, sky130_fd_sc_hd__dfxtp_1, sky130_fd_sc_hd__mux2i_1, sky130_fd_sc_hd__nor2_1, sky130_fd_sc_hd__nor2_2"
  },
  "pwr": {
    "power.share.combinational_pct": 16.7,
    "p_per_area_nw_per_um2": 296,
    "power_switching_uw": 174,
    "switching_share_pct": 21.1,
    "ir_drop_uv": 119,
    "power.sequential.fraction_pct": 40.1,
    "leakagePower_uw": 0.00118,
    "power.clock.fraction_pct": 43.2,
    "intPower_uw": 650
  },
  "clock_tree": {
    "ctsLongestPathBuffers": 2,
    "postcts_resize_cnt": 0,
    "cts_inserted_buffers": 5,
    "cts.sinks": 32,
    "clk_transition_reported_paths_ns": 0.05,
    "post_cts_hold_buffer_count": 0,
    "tritoncts": "built",
    "clock_tree.root_cell": "sky130_fd_sc_hd__clkbuf_16",
    "h_tree_depth": 2,
    "cts_setup_buffers": 0
  },
  "worst_hold_path": {
    "min_path_type": "in2reg"
  },
  "routing": {
    "dr_total_vias": 1273,
    "wl_per_cell_um": 12.2,
    "wirelength_routed_mm": 5.44,
    "drcViolationCount": 0,
    "drtAntennaViolNets": 0,
    "vias_per_std_cell": 2.86,
    "dr.first_iter.drc_count": 22,
    "number_of_iterations_in_the_first_detailed_routing_pass": 3,
    "insertedDiodeCount": 0
  },
  "global_route": {
    "grt_pass1_wl_mm": 8.30,
    "antenna_found_initial": 0,
    "grt_pass1_vias": 1519,
    "overflow": 0,
    "grt_max_degree": 33,
    "grt.total_usage_pct": 5.84
  },
  "finish": {
    "finalCoreUtilization_pct": 22.9,
    "stdcell_count": 445,
    "filler_cell_count": 1332,
    "final_design_area_no_fill_um2": 2780,
    "post_route_cells_drive_above_1_share_pct": 7.22,
    "largest_register_ffs": 32,
    "area_added_between_synthesis_and_finish_pct": 64.5
  },
  "critical_path": {
    "crit_path_start_kind": "register",
    "path_buffers": 1,
    "worst_path_largest_cell_delay_ns": 0.55,
    "cp_slowest_cell": "sky130_fd_sc_hd__clkdlybuf4s50_1",
    "critical_path.top_delay_family": "buffers and inverters",
    "crit_arrival_ns": 1.12,
    "critical_path_peak_fanout": 1,
    "worstPathCellList": "clkdlybuf4s50_1",
    "critical_path.endpoint_type": "output pin",
    "worst_endpoint_required_time_ns": 3.20,
    "worst-setup-path-type": "reg2out"
  },
  "die": {
    "design.die.area_um2": 17400,
    "pin_count": 176,
    "placement_rows": 40,
    "die.size.x_um": 132,
    "chipHeight_um": 132,
    "core_um2": 12200,
    "floorplan.initialDensity_pct": 13.9
  },
  "place": {
    "numPortBuffers": 104,
    "dpl-instance-area_um2": 2650,
    "placed_cells_incl_taps": 438,
    "place_congestion": 0.701,
    "detailed_place_hpwl_mm": 4.58
  },
  "final_timing": {
    "worst_hold_slack_ns": 1.01,
    "rsz0062_at_grt": "no",
    "final_period_minus_worst_setup_slack_ns": 1.92,
    "final_min_period_over_clock_period_pct": 48.1,
    "finalSetupViolCount": 0,
    "fin_setup_tns_ns": 0,
    "hold_viol": 0,
    "clock.fmax_mhz": 520,
    "slew_viol_final": 0
  },
  "flow_run": {
    "cap_violations": 0,
    "warning_count": 32
  },
  "outcome": {
    "status": "completed"
  }
}
[placed cells by master, fill, tap and decap left out, drive strengths merged]
cell	count
clkdlybuf4s50	103
clkbuf	6
nand4	1
dfxtp	32
nor2	32
xnor2	3
clkinv	1
conb	64
buf	3
mux2i	32
[area by class of cell]
class	instances	area, µm²	share of cell area (%)
clock buffers	6	129	4.64
clock inverters	1	5.00	0.180
multi-input cells	132	744	26.8
flip-flops and latches	32	641	23.0
well taps	168	210	7.56
repair buffers	106	1050	37.8
[through the flow]
| step | power (µW) | worst slack, ns |
|---|---|---|
| after floorplan | 423 | 2.50 |
| after global placement | 479 | 1.88 |
| after detailed placement | 479 | 1.85 |
| after CTS | 854 | 2.06 |
| after global routing | 876 | 2.03 |
| final | 823 | 2.08 |
[cells by family after synthesis]
group	synth area share [%]
multiplexers	18.9
XOR/XNOR	1.55
buffers and inverters	32.0
flip-flops	37.9
AND/OR/NAND/NOR	9.33
other	0.222
[final timing paths]
kind | slack (ns) | from | to | cells after the start
setup / recovery | 2.08 | br_value[0] | br_value[0] | 1
hold / removal | 1.01 | write_data_sel | br_value[26] | 3
[power groups by stage]
| stage | Sequential, µW | Clock (µW) | Combinational, µW |
|---|---|---|---|
| final | 330 | 356 | 137 |
| after global routing | 331 | 392 | 152 |
| after CTS | 330 | 382 | 142 |
[layer usage]
layer	vias to the layer above	share of wire, %	track usage, %
met5	-	0	0
met4	0	1.0	0.742
met3	2	7.4	1.78
met2	92	47	9.82
met1	554	44	7.36
li1	625	-	-
Power figures rest on the tool's default switching activity, not on a simulated workload.
